### ./constraint.sdc
current_design Main_Module

set clk_period 3.8
set clk_io_pct 0.2

create_clock -name clk0 -period $clk_period [get_ports {clk}]

set non_clock_inputs [all_inputs -no_clocks]
set_input_delay [expr $clk_period * $clk_io_pct] -clock clk0 $non_clock_inputs
set_output_delay [expr $clk_period * $clk_io_pct] -clock clk0 [all_outputs]
### ./run.sh
#!/bin/bash
# OpenROAD 26Q1-2900-gdf79404cd8, Yosys 0.63+post, stock flow scripts
make -C /OpenROAD-flow-scripts/flow DESIGN_CONFIG=/design/flow/config.mk WORK_HOME=/design/flow/orfs finish
### ./design.v
module Main_Module (grounds, display, clk, led);
    output  [3:0] grounds;
    output  [6:0] display;
    input   clk; 
    output led;
    reg     [15:0] memory [0:127]; 
    wire     [11:0] pc;  
    wire     [15:0] data_out;
    wire     [15:0] data_in;
    wire     [11:0] address;
    wire     memwt;
    wire     [15:0] reg0;
 assign led=memwt;  
  Reptile rr1 (.data_in(data_in), .data_out(data_out), .clk(~clk), .memwt(memwt), .address(address),.reg0(reg0));
    sevensegment ss1 ( .datain(reg0), .grounds(grounds), .display(display), .clk(clk));
    assign data_in=memory[address];
    initial begin
		$readmemh("ram.dat", memory);
    end
endmodule
module Reptile (
					input [15:0] data_in,
					output [15:0] data_out,
					input clk,
					output memwt,
					output reg [11:0] address,
					output [15:0] reg0
					);
    reg [11:0] pc, ir;  
    reg [4:0]  state;  
	 reg [15:0] regbank [7:0]; 
    reg zeroflag;  
	 reg [15:0] result;  
     localparam   FETCH=4'b0000,
                  LDI=4'b0001, 
                  LD=4'b0010,
                  ST=4'b0011,
                  JZ=4'b0100,
                  JMP=4'b0101,
                  ALU=4'b0111;
    wire zeroresult;  
    always @(posedge clk)
        case(state)
            FETCH: 
					begin
						 if ( data_in[15:12]==JZ)  
							  if (zeroflag)   
									state <= JMP;
							  else
									state <= FETCH;  
						 else
							state <= data_in[15:12];  
							ir<=data_in[11:0];  
							pc<=pc+1;  
					end
            LDI:
					begin
						 regbank[ ir[2:0] ] <= data_in;  
						 pc<=pc+1;  
						 state <= FETCH;
					end
             LD:
                begin
                    regbank[ir[2:0]] <= data_in;
                    state <= FETCH;  
                end 
            ST:
                begin
						  state <= FETCH;  
                end    
            JMP:
                begin
                    pc <= pc+ir;
                    state <= FETCH;  
                end          
            ALU:
                begin
                    regbank[ir[2:0]]<=result;
                    zeroflag<=zeroresult;
                    state <= FETCH;
                end
        endcase
    always @*   
        case (state)
            LD:      address=regbank[ir[5:3]][11:0];
            ST:      address=regbank[ir[5:3]][11:0];
            default: address=pc;
         endcase
 assign memwt=(state==ST);
 assign data_out = regbank[ir[8:6]];
    always @*
        case (ir[11:9])
            3'h0: result = regbank[ir[8:6]]+regbank[ir[5:3]];  
            3'h1: result = regbank[ir[8:6]]-regbank[ir[5:3]];  
            3'h2: result = regbank[ir[8:6]]&regbank[ir[5:3]];  
            3'h3: result = regbank[ir[8:6]]|regbank[ir[5:3]];  
            3'h4: result = regbank[ir[8:6]]^regbank[ir[5:3]];  
            3'h7: case (ir[8:6])
                        3'h0: result = !regbank[ir[5:3]];
                        3'h1: result = regbank[ir[5:3]];
                        3'h2: result = regbank[ir[5:3]]+1;
                        3'h3: result = regbank[ir[5:3]]-1;
                        default: result=16'h0000;
                    endcase
            default: result=16'h0000;
        endcase
   assign zeroresult = ~|result;
	assign reg0=regbank[0];
    initial begin;
            state=FETCH;
				zeroflag=0;
				pc=0;
            end                        
endmodule
module sevensegment(datain, grounds, display, user, wrong, finish, clk);
	input wire [15:0] datain;
	input wire user;
	input wire wrong;
	input wire finish;
	output reg [3:0] grounds;
	output reg [6:0] display;
	input clk;
	integer a;
	reg [3:0] data [3:0];
	reg [3:0] data2 [3:0];
	reg [1:0] count;
	reg [25:0] clk1;
	always @(posedge clk1[15])
		begin
			grounds <= {grounds[2:0],grounds[3]};
			count <= count + 1;
		end
	always @(posedge clk)
		clk1 <= clk1 + 1;
	always @(*) 
		case(data2[count])	
			0:display=7'b1111110;  
         1:display=7'b0110000;
         2:display=7'b1101101;
         3:display=7'b1111001;
         4:display=7'b0110011;
         5:display=7'b1011011;
         6:display=7'b1011111;
         7:display=7'b1110000;
         8:display=7'b1111111;
         9:display=7'b1111011;
			10:display=7'b0000001;
        default display=7'b1111111;
		endcase
	always @*
		begin
			data[0] = datain[15:12];
			data[1] = datain[11:8];
			data[2] = datain[7:4];
			data[3] = datain[3:0];
			a = (data[0]*16*16*16 + data[1]*16*16 + data[2]*16 + data[3]);
			data2[3] = a%10;
			data2[2] = (a/10)%10;
			data2[1] = (a/100)%10;
			data2[0] = (user+1);		
			if(wrong == 1)
				begin
					data2[3] = 10;
					data2[2] = 10;
					data2[1] = 10;
					data2[0] = (user+1);	
				end
			if(finish == 1)
				begin
				data2[3] = 10;
				data2[2]= (2-user);
				data2[1] = 10;
				data2[0] = 10;	
				end	
		end 
	initial begin		
		count = 2'b0;
		grounds =4'b1110;
		clk1 = 0;
	end
endmodule
### ./config.mk
export PLATFORM = sky130hd
export DESIGN_NAME = Main_Module
export DESIGN_NICKNAME = Main_Module
export VERILOG_FILES = /design/flow/design.v
export SDC_FILE = /design/flow/constraint.sdc
export NUM_CORES = 4
export LEC_CHECK = 1
export CORE_AREA = 10 10 93 93
export DIE_AREA = 0 0 103 103
export SYNTH_HDL_FRONTEND = slang
==> impl_metrics.csv <==
group,metric,value,unit
run_status,status,"completed",
floorplanning,dieHeight,103,µm
routing,initial_detailed_routing_violation_count,25,
global_routing,antenna_found_initial,0,
clock_network,tritoncts,"done",
setup_path,timing.critical_path.from_type,"flop",
global_routing,grt_remaining_overflow,0,
sta,timing.setup.tns,0,ns
layout,final_core_util,0.154,
power_and_ir_drop,max-vdd-ir-drop,0.154,mV
sta,worst_slack,2.47,ns
synth,avgSynthCellArea,11.0,µm²
setup_path,cp-end-kind,"flop",
floorplanning,top_level_ports,13,
routing,detailedRoute.firstPassIterationCount,4,
synth,synth_cells,74,
clock_network,clock_insertion_delay_worst_skew,0.24,ns
setup_path,critical_path.slowest_cell,"dfxtp_1",
power_and_ir_drop,total_leakage_power,0.402,nW
sta,drv_slew,0,
sta,untimed_endpoints,17,
sta,unclocked_regs,6,
clock_network,cts_made_buffers,3,
place,gpl.final_weighted_congestion,0.763,
run,timing.max_cap.violations,0,
floorplanning,fp-row-count,30,
setup_path,cp.buffers_inverters,0,
synth,synth_seq_share,0.542,
routing,remaining_drc_errors,0,
setup_path,worstPathCellList,"ha_1 > nand4_1 > nor3_1 > xnor2_1",
routing,per_cell_routed_wire_length,7.14,µm
sta,period_needed,1.33,ns
setup_path,arrival,1.51,ns
clock_network,clock-root-buffer,"clkbuf_8",
setup_path,worst_ep_required_time,3.98,ns
synth,yosys.area.top_type_share,0.542,
layout,final_common_cell,"dfxtp_1",
global_routing,grt_pass1_wl,2010,µm
place,numPortBuffers,11,
setup_path,crit_path_max_fanout,5,
global_routing,first_global_vias,458,
synth,yosys_register_bits,22,
routing,ant_nets,0,
place,post-place-ws,2.48,ns
clock_network,cts.clk_slew.worst_paths,0.06,ns
clock_network,cts_hold_buffers,0,
layout,final_layout_top_logic_cells,"22 x dfxtp_1, 11 x clkdlybuf4s50_1, 9 x xor2_1",
floorplanning,core_area,6760,µm²
setup_path,cp_top_family,"simple AND/OR/NAND/NOR gates",
setup_path,setup.worst_path.class,"reg2reg",
clock_network,cts_htree_levels,1,
synth,yosysWarnings,3,
sta,timing.final.hold_violations,0,
place,placed_cells,160,
clock_network,setup_buffers_after_cts,0,
sta,setup_viol,0,
sta,grt_setup_unrepaired,"false",
global_routing,grtUsageTotal,0.0229,
run,openroad_warning_count,25,
power_and_ir_drop,power.density,301,nW/µm²
sta,final_min_period_over_clock_period,0.351,
layout,filler_cell_count_in_the_final_layout,751,
setup_path,cp_slowest_stage_delay,0.41,ns
synth,ys_types,15,
synth,post_synth_instance_area,812,µm²
sta,fmax,751,MHz
floorplanning,starting_density_of_the_core,0.120,
hold_path,hold_path_class,"reg2reg",
synth,yosys_area,812,µm²
layout,syn2layout_area_growth,28.0,%
routing,routed_via_density,2.83,
clock_network,cts_repair_resize_count,0,
routing,diodes,0,
synth,synth-cells-yosys,74,
place,detailed_place_hpwl,924,µm
global_routing,grt_start_max_net_pins,10,
synth,top_cells_by_area,"dfxtp_1 54%, xor2_1 9.7%, xnor2_1 5.4%",
floorplanning,chip_area,10600,µm²
clock_network,clockBufferDepth,2,
routing,postRouteWirelength,1170,µm
routing,vias_after_detailed_routing,464,
layout,finished_layout_cells,164,
synth,largest_area_cell,"dfxtp_1",
layout,layout-drive-gt1-share,0.107,
floorplanning,die.size.x,103,µm
sta,final.setup_skew,0.00141,ns
-- worst paths after layout --
check	to	slack (ns)	start	cells after the start
min reg2reg	ss1.clk1[0]$_DFF_P_	0.44	ss1.clk1[0]$_DFF_P_	1
min	ss1.clk1[0]$_DFF_P_	0.44	ss1.clk1[0]$_DFF_P_	1
max reg2reg	ss1.clk1[12]$_DFF_P_	2.47	ss1.clk1[0]$_DFF_P_	4
max	ss1.clk1[12]$_DFF_P_	2.47	ss1.clk1[0]$_DFF_P_	4
-- kinds of logic (layout without fill, tap and decap cells) --
family                     Yosys count  in the layout  share of synthesized area
other                                1              1                    0.00462
xor gates and xnor gates            14             14                      0.151
and+or+nand+nor                     23             23                      0.193
DFF                                 22             22                      0.542
adders and majority gates            2              2                     0.0308
buffers and inverters               12             22                     0.0786
-- power by group --
part | total [mW] | leakage (nW) | switching [mW] | internal, mW
clock | 0.146 | 0.0288 | 0.0539 | 0.0917
combinational | 0.0000446 | 0.196 | 0.0000444 | 0
sequential | 0.168 | 0.177 | 0 | 0.168
-- metal layers --
| metal | part of all wire | GRT usage |
|---|---|---|
| met2 | 0.35 | 0.0312 |
| met5 | 0 | 0 |
| met4 | 0.0068 | 0.00214 |
| met1 | 0.51 | 0.0314 |
| met3 | 0.14 | 0.0135 |
-- state kept, by name, summed over array words and instances (netlist names) --
signal,flops
ss1.clk1,16
ss1.grounds,4
ss1.count,2
-- per-stage QoR --
| stage | instance area, µm² | power, mW | hold slack (ns) |
|---|---|---|---|
| floorplan | 812 | 0.172 | 0.413 |
| global placement | 985 | 0.172 | 0.425 |
| detailed placement | 985 | 0.172 | 0.430 |
| CTS | 1040 | 0.319 | 0.445 |
| global route | 1040 | 0.330 | 0.481 |
| finish | 1040 | 0.313 | 0.442 |
-- worst reg2reg max path, stage by stage (launching register included) --
cell and delay (ns):
dfxtp_1 0.41, ha_1 0.24, nand4_1 0.22, nor3_1 0.26, xnor2_1 0.14
-- synthesized netlist by cell type --
cell / n
buf_4: 5
conb_1: 1
dfxtp_1: 22
ha_1: 2
inv_1: 7
nand2_1: 3
nand3_1: 5
nand4_1: 2
nand4_2: 1
nand4_4: 1
nor2_1: 3
nor3_1: 5
nor4_2: 3
xnor2_1: 5
xor2_1: 9
-- layout make-up --
type                    instances  area, µm²  share of cell area
well taps                      80        100              0.0963
flip-flops and latches         22        440               0.424
clock buffers                   4       55.1              0.0529
repair buffers                 11        110               0.106
multi-input cells              40        308               0.296
inverters                       7       26.3              0.0253
Power is estimated from default activity; no workload was simulated.
